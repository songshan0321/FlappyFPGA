==> design/flow/design.v <==
`timescale 1ns / 1ps
module X_RAM_NOREAD(clk,reset,Start, Stop, Ack, out_pipe, out_coin,
	X_Edge_OO_L,
	X_Edge_O1_L,
	X_Edge_O2_L,
	X_Edge_O3_L,
	X_Edge_O4_L,
	X_Edge_OO_R,
	X_Edge_O1_R,
	X_Edge_O2_R,
	X_Edge_O3_R,
	X_Edge_O4_R,
	X_Coin_OO_L,
	X_Coin_O1_L,
	X_Coin_O2_L,
	X_Coin_O3_L,
	X_Coin_O4_L,
	X_Coin_OO_R,
	X_Coin_O1_R,
	X_Coin_O2_R,
	X_Coin_O3_R,
	X_Coin_O4_R,
	shift_Coin,
	Q_Initial,
	Q_Count,
	Q_Stop);
 input clk,reset;
 input Start, Stop, Ack;
 output [9:0] X_Edge_OO_L;
 output [9:0] X_Edge_O1_L;
 output [9:0] X_Edge_O2_L;
 output [9:0] X_Edge_O3_L;
 output [9:0] X_Edge_O4_L;
 output [9:0] X_Edge_OO_R;
 output [9:0] X_Edge_O1_R;
 output [9:0] X_Edge_O2_R;
 output [9:0] X_Edge_O3_R;
 output [9:0] X_Edge_O4_R;
 output [9:0] X_Coin_OO_L;
 output [9:0] X_Coin_O1_L;
 output [9:0] X_Coin_O2_L;
 output [9:0] X_Coin_O3_L;
 output [9:0] X_Coin_O4_L;
 output [9:0] X_Coin_OO_R;
 output [9:0] X_Coin_O1_R;
 output [9:0] X_Coin_O2_R;
 output [9:0] X_Coin_O3_R;
 output [9:0] X_Coin_O4_R;
 output [1:0] shift_Coin;
 output	[2:0] out_pipe;
 output  [2:0] out_coin;
 output 	Q_Initial, Q_Count, Q_Stop;
 reg [9:0] array_X_Left [4:0];  
 reg [9:0] array_X_Right [4:0];  
 reg [9:0] array_X_Coin_Left [4:0];  
 reg [9:0] array_X_Coin_Right [4:0];  
 reg [2:0] out_pipe;
 reg [2:0] out_coin;
 reg shift_Coin;
 reg[2:0] state;
 parameter PIPE_WIDTH = 160;
 parameter COIN_WIDTH = 20;
 parameter INTERVAL = 160;
 localparam
			QInitial = 3'b001,
			QCount	= 3'b010,
			QStop = 3'b100,
			UNK		= 3'bXXX;
	assign {Q_Stop, Q_Count,
			Q_Initial } = state;
	parameter X0_init = 0;
	parameter X1_init = INTERVAL;
	parameter X2_init = 2*INTERVAL;
	parameter X3_init = 3*INTERVAL;
	parameter X4_init = 4*INTERVAL;
	parameter X0_init_2 = PIPE_WIDTH;
	parameter X1_init_2 = PIPE_WIDTH + INTERVAL;
	parameter X2_init_2 = PIPE_WIDTH + 2*INTERVAL;
	parameter X3_init_2 = PIPE_WIDTH + 3*INTERVAL;
	parameter X4_init_2 = PIPE_WIDTH + 4*INTERVAL;
	parameter X0_init_coin = 0 + 70;
	parameter X1_init_coin = INTERVAL + 70;
	parameter X2_init_coin = 2*INTERVAL + 70;
	parameter X3_init_coin = 3*INTERVAL + 70;
	parameter X4_init_coin = 4*INTERVAL + 70;
	parameter X0_init_coin_2 = X0_init_coin + COIN_WIDTH;
	parameter X1_init_coin_2 = X1_init_coin + COIN_WIDTH;
	parameter X2_init_coin_2 = X2_init_coin + COIN_WIDTH;
	parameter X3_init_coin_2 = X3_init_coin + COIN_WIDTH;
	parameter X4_init_coin_2 = X4_init_coin + COIN_WIDTH;
	reg [2:0] out_temp_1;
	reg [2:0] out_temp_2;
	reg [2:0] out_temp_3;
	reg [2:0] out_temp_4;
	reg [2:0] out_coin_1;
	reg [2:0] out_coin_2;
	reg [2:0] out_coin_3;
	reg [2:0] out_coin_4;
integer i;
 always @ (posedge clk, posedge reset)
	begin  : X_RAM_logic
		if(reset)
		begin
			state <= QInitial;
		end
		else
		begin
			case(state)	 
				QInitial:
				begin
						array_X_Left[0] <= X0_init;
						array_X_Left[1] <= X1_init;
						array_X_Left[2] <= X2_init;
						array_X_Left[3] <= X3_init;
						array_X_Left[4] <= X4_init;
						array_X_Right[0] <= X0_init_2;
						array_X_Right[1] <= X1_init_2;
						array_X_Right[2] <= X2_init_2;
						array_X_Right[3] <= X3_init_2;
						array_X_Right[4] <= X4_init_2;
						array_X_Coin_Left[0] <= X0_init_coin;
						array_X_Coin_Left[1] <= X1_init_coin;
						array_X_Coin_Left[2] <= X2_init_coin;
						array_X_Coin_Left[3] <= X3_init_coin;
						array_X_Coin_Left[4] <= X4_init_coin;
						array_X_Coin_Right[0] <= X0_init_coin_2;
						array_X_Coin_Right[1] <= X1_init_coin_2;
						array_X_Coin_Right[2] <= X2_init_coin_2;
						array_X_Coin_Right[3] <= X3_init_coin_2;
						array_X_Coin_Right[4] <= X4_init_coin_2;
						out_pipe <= 2;  
						out_temp_1 <= 3;
						out_temp_2 <= 4;
						out_temp_3 <= 0;
						out_temp_4 <= 1;
						out_coin <= 2;  
						out_coin_1 <= 3;
						out_coin_2 <= 4;
						out_coin_3 <= 0;
						out_coin_4 <= 1;
					if(Start)  
						state <= QCount;
				end	
				QCount:
				begin
					if(Stop)
					begin
						state <= QStop;
					end
						for(i = 0; i < 5; i = i + 1)  
						begin
							array_X_Left[i] <= array_X_Left[i]-10'd1;
							array_X_Right[i] <= array_X_Right[i]-10'd1;
							array_X_Coin_Left[i] <= array_X_Coin_Left[i]-10'd1;
							array_X_Coin_Right[i] <= array_X_Coin_Right[i]-10'd1;
							if(array_X_Left[i] == 0)
							begin
								array_X_Left[i] <= 0;
							end
							if(array_X_Right[i] == 0)
							begin
								array_X_Left[i] <= 10'd640;
								array_X_Right[i] <= 10'd640 + PIPE_WIDTH;
							end
							if(array_X_Coin_Left[i] == 0)
							begin
								array_X_Coin_Left[i] <= 0;
							end
							if(array_X_Coin_Right[i] == 0)
							begin
								array_X_Coin_Left[i] <= 10'd640 + PIPE_WIDTH - COIN_WIDTH;
								array_X_Coin_Right[i] <= 10'd640 + PIPE_WIDTH;
							end
						end
						if(array_X_Right[out_pipe] < 230)  
						begin  
							out_pipe <= out_pipe + 1;
							if(out_pipe == 4)
								out_pipe <= 0;
							out_temp_1 <= out_temp_1 + 1;
							if(out_temp_1 == 4)
								out_temp_1 <= 0;
							out_temp_2 <= out_temp_2 + 1;
							if(out_temp_2 == 4)
								out_temp_2 <= 0;
							out_temp_3 <= out_temp_3 + 1;
							if(out_temp_3 == 4)
								out_temp_3 <= 0;
							out_temp_4 <= out_temp_4 + 1;
							if(out_temp_4 == 4)
								out_temp_4 <= 0;	
						end
						if(array_X_Coin_Right[out_coin] < 230)  
						begin  
							out_coin <= out_coin + 1;
							if(out_coin == 4)
								out_coin <= 0;
							out_coin_1 <= out_coin_1 + 1;
							if(out_coin_1 == 4)
								out_coin_1 <= 0;
							out_coin_2 <= out_coin_2 + 1;
							if(out_coin_2 == 4)
								out_coin_2 <= 0;
							out_coin_3 <= out_coin_3 + 1;
							if(out_coin_3 == 4)
								out_coin_3 <= 0;
							out_coin_4 <= out_coin_4 + 1;
							if(out_coin_4 == 4)
								out_coin_4 <= 0;
						end
						if(array_X_Coin_Right[out_coin] == 230)
							shift_Coin <= 1;
						else shift_Coin <= 0;
				end  
				QStop:
				begin
					if(Ack)
						state <= QInitial;
				end
				default:
					state <= UNK;
			endcase
		end
	end
 assign X_Edge_OO_L = array_X_Left[out_pipe];
 assign X_Edge_O1_L = array_X_Left[out_temp_1];
 assign X_Edge_O2_L = array_X_Left[out_temp_2];
 assign X_Edge_O3_L = array_X_Left[out_temp_3];
 assign X_Edge_O4_L = array_X_Left[out_temp_4];
 assign X_Edge_OO_R = array_X_Right[out_pipe];
 assign X_Edge_O1_R = array_X_Right[out_temp_1];
 assign X_Edge_O2_R = array_X_Right[out_temp_2];
 assign X_Edge_O3_R = array_X_Right[out_temp_3];
 assign X_Edge_O4_R = array_X_Right[out_temp_4];
 assign X_Coin_OO_L = array_X_Coin_Left[out_coin];
 assign X_Coin_O1_L = array_X_Coin_Left[out_coin_1];
 assign X_Coin_O2_L = array_X_Coin_Left[out_coin_2];
 assign X_Coin_O3_L = array_X_Coin_Left[out_coin_3];
 assign X_Coin_O4_L = array_X_Coin_Left[out_coin_4];
 assign X_Coin_OO_R = array_X_Coin_Right[out_coin];
 assign X_Coin_O1_R = array_X_Coin_Right[out_coin_1];
 assign X_Coin_O2_R = array_X_Coin_Right[out_coin_2];
 assign X_Coin_O3_R = array_X_Coin_Right[out_coin_3];
 assign X_Coin_O4_R = array_X_Coin_Right[out_coin_4];
endmodule
==> design/flow/run.sh <==
#!/bin/bash
# OpenROAD 26Q1-2900-gdf79404cd8, Yosys 0.63+post, stock flow scripts
make -C /OpenROAD-flow-scripts/flow DESIGN_CONFIG=/design/flow/config.mk WORK_HOME=/design/flow/orfs finish
==> design/flow/config.mk <==
export PLATFORM = sky130hd
export DESIGN_NAME = X_RAM_NOREAD
export DESIGN_NICKNAME = X_RAM_NOREAD
export VERILOG_FILES = /design/flow/design.v
export SDC_FILE = /design/flow/constraint.sdc
export NUM_CORES = 4
export LEC_CHECK = 1
export CORE_UTILIZATION = 30
==> design/flow/constraint.sdc <==
current_design X_RAM_NOREAD

set clk_period 14.7
set clk_io_pct 0.2

create_clock -name clk0 -period $clk_period [get_ports {clk}]

set non_clock_inputs [all_inputs -no_clocks]
set_input_delay [expr $clk_period * $clk_io_pct] -clock clk0 $non_clock_inputs
set_output_delay [expr $clk_period * $clk_io_pct] -clock clk0 [all_outputs]
==> metrics.yaml <==
run_status:
  status: "finished, final reports clean"
flow_run:
  max_cap_violations: 0
  warning_count: 59
final_layout:
  syn2layout_area_growth_pct: 16.9
  final_cell_mix: "376 x a22oi_1, 332 x nor2_1, 231 x edfxtp_1"
  layout_top_cell: "a22oi_1"
  fill_cells: 6278
  drive_gt1_share_pct: 5.64
  stdcell_count: 3134
  fin_util_pct: 35.6
floorplanning:
  core_area_um2: 63300
  fp.dieW_um: 255
  fp_util_pct: 30.4
  fp.dieH_um: 255
  die_area_um2: 65300
  ios: 216
  rows: 92
hold_path:
  hp-start: "state[1]$_DFFE_PP0P_"
  worstHoldPathCells: 1
  hold_path_end: "state[0]$_DFFE_PP1P_"
  hold_class: "reg -> reg"
logic_synthesis:
  syn_avg_cell_area_um2: 8.36
  synth-edff-count: 231
  aoi_share_pct: 27.1
  yosys_warnings: 5
  yosys_cells: 2306
  synth_chip_area_um2: 19300
  yosysUniqueCellTypes: 74
  mux_share_pct: 0.708
  syn_area_um2: 19300
  ys.flops: 234
  synthArstFlopShare_pct: 1.28
  synth_seq_share_pct: 36.4
  yosys.area_share.adder_pct: 4.80
  top_logic_kind: "AND-OR/OR-AND gates"
  yosysTopAreaCellShare_pct: 36.0
  ys_sh_simple_pct: 16.7
  synth-xor-area-share_pct: 5.63
  syn_inst: 2306
  topCellsByArea: "edfxtp_1 36%, a22oi_1 15%, nor2_1 6.5%"
  ff_type: "edfxtp_1"
  yosysTopAreaCell: "edfxtp_1"
worst_setup_path:
  rrSetupSlack_ps: 10610
  reg2reg_depth: 10
  r2r-start: "out_pipe[0]$_SDFFCE_PP0P_"
  worstSetupPathType: "reg -> out"
  worstReg2RegEnd: "out_temp_2[0]$_SDFFCE_PP0P_"
  worstPathArrival_ps: 3900
  crit_path_end_kind: "output pin"
  worstPathRequired_ps: 11760
  worstPathMaxFanout: 28
  worstSetupStartpointType: "flip-flop"
cts:
  cts.sinks: 234
  postCtsHoldBufs: 0
  clk_latency_ps: 570
  cts_tree: "done"
  htreeDepth: 1
  cts_buffer_depth: 3
  numCtsBuffers: 29
  ctsResizeCount: 0
  clockRootBuffer: "clkbuf_16"
  cts.clk_slew.worst_paths_ps: 60
  post_cts_buffers: 0
global_routing:
  grt_pass1_wl_mm: 124
  grt_pass1_vias: 17700
  grt_start_max_net_pins: 94
  grt.overflow.total: 0
  track_usage_pct: 26.3
  antenna_found_initial: 5
placement:
  gp_congestion: 1.07
  place_inst: 3084
  hpwl_mm: 60.7
  place_ws_ps: 8440
  portBuffers: 214
route:
  drc: 0
  drt_wl_total_mm: 84.9
  drt-pass1-iter-count: 12
  wl_per_cell_um: 27.1
  antenna_left: 0
  vias_per_cell: 6.08
  met1_length_mm: 34.6
  wl_met2_mm: 36.6
  routed-wl-met3_mm: 9.80
  first_iter_violations: 2753
  dr_total_vias: 19100
  top_layer: "met5"
sta:
  max_slew_margin_pct: 24.1
  fmax_mhz: 146
  hold_violations: 0
  setup_slack_ps: 7860
  period_needed_ps: 6840
  maxSlewViolCount: 0
  setup_tns_ps: 0
  rsz0062_at_grt: "no"
  setup_viol: 0
  fin_skew_ps: 19.6
  post-route-period-util_pct: 46.5
  timing.hold.ws_ps: 571
  tightest_slew_ps: 1130
pwr:
  powerDensity_nw_per_um2: 270
  power.switching_mw: 2.88
  peakVddDrop_uv: 116
  p_leak_nw: 7.27
  switching_share_pct: 47.3
  p_int_mw: 3.21
  combPwrFrac_pct: 58.8
  seqPwrFrac_pct: 29.7
  pwr-share-clk_pct: 11.5
## cells by family after synthesis
group | count (synthesis)
multiplexers | 12
buffers and inverters | 431
flip-flops | 234
AND/OR/NAND/NOR | 674
other | 1
XOR/XNOR | 124
adder cells (fa/ha/maj) | 74
AND-OR/OR-AND | 756
## cells in the mapped netlist (22+ instances only)
master	n
a22oi_1	376
nor2_1	332
clkbuf_1	297
edfxtp_1	231
a31oi_1	188
inv_1	88
nand2_1	86
xnor2_1	80
o21ai_0	77
nor3_1	75
ha_1	74
a21oi_1	44
xor2_1	44
buf_1	33
or4_1	25
nor2b_1	22
## layer usage
layer,GRT usage [%],up-vias
met1,38.0,9058
met4,8.25,4
li1,-,8450
met2,39.2,1330
met5,0,-
met3,6.98,222
## worst max path at each step
stage / from / to / slack (ps) / cells after the start
4_1_cts: out_pipe[0]$_SDFFCE_PP0P_ / X_Edge_OO_L[0] / 7940 / 9
5_1_grt: out_pipe[0]$_SDFFCE_PP0P_ / X_Edge_OO_L[0] / 7800 / 9
6_report: out_pipe[0]$_SDFFCE_PP0P_ / X_Edge_OO_L[0] / 7860 / 9
## stage by stage
stage / power (mW) / area [um^2]
after floorplan: 3.23 / 19300
after global placement: 5.28 / 21600
after detailed placement: 5.28 / 21600
after CTS: 6.02 / 22500
after global routing: 6.41 / 22500
final: 6.08 / 22500
## critical path, stage by stage (launching register included)
cell	delay, ps
edfxtp_1	480
inv_1	130
ha_1	480
and2_1	470
buf_4	300
a21o_1	110
buf_4	340
nor2_1	70
a31oi_1	360
clkdlybuf4s50_1	570
## sequential cells by signal (all words and copies together) (netlist names), 3 cells and up
| register | count |
|---|---|
| state | 3 |
| out_temp_1 | 3 |
| array_X_Coin_Left | 50 |
| out_temp_4 | 3 |
| out_coin | 3 |
| out_coin_4 | 3 |
| out_temp_2 | 3 |
| out_coin_3 | 3 |
| out_temp_3 | 3 |
| array_X_Coin_Right | 50 |
| array_X_Left | 50 |
| out_coin_2 | 3 |
| out_coin_1 | 3 |
| array_X_Right | 50 |
| out_pipe | 3 |
## power groups by stage
stage | registers [mW] | clock network (mW) | logic, mW
final | 1.81 | 0.700 | 3.58
after global routing | 1.84 | 0.740 | 3.83
after CTS | 1.78 | 0.716 | 3.52
## layout make-up
type,instances,area (um^2),area share (%)
Inverter,89,342,1.52
Multi-Input combinational cell,1641,10600,47.1
Clock inverter,13,151,0.672
Clock buffer,36,752,3.34
Tap cell,846,1060,4.70
Timing Repair Buffer,274,2590,11.5
Sequential cell,234,7010,31.1
Antenna cell,1,2.50,0.0111
Power is estimated from default activity; no workload was simulated.
