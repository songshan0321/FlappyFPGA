File: ./run.sh
#!/bin/bash
# OpenROAD 26Q1-2900-gdf79404cd8, Yosys 0.63+post, stock flow scripts
make -C /OpenROAD-flow-scripts/flow DESIGN_CONFIG=/design/flow/config.mk WORK_HOME=/design/flow/orfs finish
File: ./config.mk
export PLATFORM = sky130hd
export DESIGN_NAME = Display_Selector
export DESIGN_NICKNAME = Display_Selector
export VERILOG_FILES = /design/flow/design.v
export SDC_FILE = /design/flow/constraint.sdc
export NUM_CORES = 4
export LEC_CHECK = 1
export CORE_UTILIZATION = 30
File: ./constraint.sdc
current_design Display_Selector

set clk_period 23.5
set clk_io_pct 0.2

create_clock -name clk0 -period $clk_period [get_ports {clk_cat}]
create_clock -name clk1 -period $clk_period [get_ports {clk_coin}]
create_clock -name clk2 -period $clk_period [get_ports {clk_vga}]

set non_clock_inputs [all_inputs -no_clocks]
set_input_delay [expr $clk_period * $clk_io_pct] -clock clk0 $non_clock_inputs
set_output_delay [expr $clk_period * $clk_io_pct] -clock clk0 [all_outputs]
File: ./design.v
	module Display_Selector(
	clk_100MHz,
	data_Cat_1,data_Cat_2,data_Cat_3,data_Cat_4,
	addr_Cat_1,addr_Cat_2,addr_Cat_3,addr_Cat_4,
	data_pipes,data_coins,clk_cat,
	addr_coins,addr_pipes,
                        clk_coin, q_Initial, shift_Coin,get_Zero,
   X_Edge_OO_L,
	X_Edge_O1_L,
	X_Edge_O2_L,
	X_Edge_O3_L,
	X_Edge_O4_L,
	X_Edge_OO_R,
	X_Edge_O1_R,
	X_Edge_O2_R,
	X_Edge_O3_R,
	X_Edge_O4_R,
    Bird_Y_T, Bird_Y_B, Bird_X_R,Bird_X_L,
	 X_Coin_OO_L,
	 X_Coin_O1_L,
	 X_Coin_O2_L,
	 X_Coin_O3_L,
	 X_Coin_O4_L,
	 X_Coin_OO_R,
	 X_Coin_O1_R,
	 X_Coin_O2_R,
	 X_Coin_O3_R,
	 X_Coin_O4_R,
    Y_Coin_00,
	 Y_Coin_01,
	 Y_Coin_02,
	 Y_Coin_03,
	 Y_Coin_04,
	Y_Edge_00_Top,
	Y_Edge_00_Bottom,
	Y_Edge_01_Top,
	Y_Edge_01_Bottom,
	Y_Edge_02_Top,
	Y_Edge_02_Bottom,
	Y_Edge_03_Top,
	Y_Edge_03_Bottom,
	Y_Edge_04_Top,
	Y_Edge_04_Bottom,
                        clk_vga, x_ptr, y_ptr, RGB);
	input wire [7:0] data_Cat_1,data_Cat_2,data_Cat_3,data_Cat_4,data_pipes,data_coins;
	output wire [10:0] addr_Cat_1,addr_Cat_2,addr_Cat_3,addr_Cat_4;
	output wire [8:0] addr_coins;
	output wire [12:0]addr_pipes;
   input wire clk_vga, clk_coin,clk_cat;
	input q_Initial, shift_Coin, get_Zero;
	input[9:0] Bird_Y_T, Bird_Y_B, Bird_X_R,Bird_X_L;
	input wire clk_100MHz;
	input [9:0] X_Coin_OO_L;
	input [9:0] X_Coin_O1_L;
	input [9:0] X_Coin_O2_L;
	input [9:0] X_Coin_O3_L;
	input [9:0] X_Coin_O4_L;
	input [9:0] X_Coin_OO_R;
	input [9:0] X_Coin_O1_R;
	input [9:0] X_Coin_O2_R;
	input [9:0] X_Coin_O3_R;
	input [9:0] X_Coin_O4_R;
   input [9:0] Y_Coin_00;
	input [9:0] Y_Coin_01;
	input [9:0] Y_Coin_02;
	input [9:0] Y_Coin_03;
	input [9:0] Y_Coin_04;
	input [9:0] Y_Edge_00_Top;
	input [9:0] Y_Edge_00_Bottom;
	input [9:0] Y_Edge_01_Top;
	input [9:0] Y_Edge_01_Bottom;
	input [9:0] Y_Edge_02_Top;
	input [9:0] Y_Edge_02_Bottom;
	input [9:0] Y_Edge_03_Top;
	input [9:0] Y_Edge_03_Bottom;
	input [9:0] Y_Edge_04_Top;
	input [9:0] Y_Edge_04_Bottom;
    input [9:0] X_Edge_OO_L;
    input [9:0] X_Edge_O1_L;
    input [9:0] X_Edge_O2_L;
    input [9:0] X_Edge_O3_L;
    input [9:0] X_Edge_O4_L;
    input [9:0] X_Edge_OO_R;
    input [9:0] X_Edge_O1_R;
    input [9:0] X_Edge_O2_R;
    input [9:0] X_Edge_O3_R;
    input [9:0] X_Edge_O4_R;
    input wire [9: 0] x_ptr, y_ptr;
    output reg [7: 0] RGB;
    wire [7: 0] x_bg, y_bg;
    wire [4: 0] x_hero, y_hero;
    wire Coin_On,Pipe_On,Cat_On;
    parameter  TRANSPARENT = 16'hFF,
	    LEFT = 155,
        BG_W = 330,
        BG_H = 480;
	assign Cat_On = ((y_ptr>=(Bird_Y_T)) && (y_ptr<=(Bird_Y_B)) && 
		(x_ptr>=(Bird_X_L)) && (x_ptr<=(Bird_X_R)));
	wire Cat_Out = (x_ptr==Bird_X_R)&&(y_ptr==Bird_Y_B);
	reg [4:0] Show_Coin={5{0}};
	always @ (posedge clk_coin)  
	begin
	if (q_Initial)
		Show_Coin <= {5{0}};
	if (get_Zero)
	begin
		Show_Coin[0] <= 0;
	end
	if (shift_Coin)
	begin
		if (Show_Coin[4] == 1) Show_Coin[3] <= 1;
		else Show_Coin[3] <= 0;
		if (Show_Coin[0] == 1) Show_Coin[4] <= 1;
		else Show_Coin[4] <= 0;
		if (Show_Coin[1] == 1) Show_Coin[0] <= 1;
		else Show_Coin[0] <= 0;
		if (Show_Coin[2] == 1) Show_Coin[1] <= 1;
		else Show_Coin[1] <= 0;
		Show_Coin[2] <= 1;
	end	
	end
	wire Coin_0 = Show_Coin[0] && x_ptr>=X_Coin_OO_L && x_ptr<=X_Coin_OO_R && y_ptr>=Y_Coin_00 && y_ptr<=Y_Coin_00+20;
	wire Coin_1 = Show_Coin[1] && x_ptr>=X_Coin_O1_L && x_ptr<=X_Coin_O1_R && y_ptr>=Y_Coin_01 && y_ptr<=Y_Coin_01+20;
	wire Coin_2 = Show_Coin[2] && x_ptr>=X_Coin_O2_L && x_ptr<=X_Coin_O2_R && y_ptr>=Y_Coin_02 && y_ptr<=Y_Coin_02+20;
	wire Coin_3 = Show_Coin[3] && x_ptr>=X_Coin_O3_L && x_ptr<=X_Coin_O3_R && y_ptr>=Y_Coin_03 && y_ptr<=Y_Coin_03+20;
	wire Coin_4 = Show_Coin[4] && x_ptr>=X_Coin_O4_L && x_ptr<=X_Coin_O4_R && y_ptr>=Y_Coin_04 && y_ptr<=Y_Coin_04+20;
	assign Coin_On = Coin_0 || Coin_1 || Coin_2 || Coin_3 || Coin_4;
	wire Coin_Out = ((x_ptr==X_Coin_OO_R)&&(y_ptr==Y_Coin_00+20)||(x_ptr==X_Coin_O1_R)&&(y_ptr==Y_Coin_01+20)
					||(x_ptr==X_Coin_O2_R)&&(y_ptr==Y_Coin_02+20)||(x_ptr==X_Coin_O3_R)&&(y_ptr==Y_Coin_03+20)
					||(x_ptr==X_Coin_O4_R)&&(y_ptr==Y_Coin_04+20));
	wire [9:0]Coin_Display_X_L = (Coin_0)?(X_Coin_OO_L):(Coin_1)?(X_Coin_O1_L):(Coin_2)?(X_Coin_O2_L):(Coin_3)?(X_Coin_O3_L):(Coin_4)?(X_Coin_O4_L):10'b0;
	wire [9:0]Coin_Display_Y_T = (Coin_0)?(Y_Coin_00):(Coin_1)?(Y_Coin_01):(Coin_2)?(Y_Coin_02):(Coin_3)?(Y_Coin_03):(Coin_4)?(Y_Coin_04):10'b0;
	wire Pipe_0_T = (x_ptr>=X_Edge_OO_L && x_ptr<=X_Edge_OO_R && (y_ptr<=Y_Edge_00_Top));
	wire Pipe_0_B =(x_ptr>=X_Edge_OO_L && x_ptr<=X_Edge_OO_R && (y_ptr>=Y_Edge_00_Bottom));
	wire Pipe_1_T = (x_ptr>=X_Edge_O1_L && x_ptr<=X_Edge_O1_R && (y_ptr<=Y_Edge_01_Top));
	wire Pipe_1_B = (x_ptr>=X_Edge_O1_L && x_ptr<=X_Edge_O1_R && (y_ptr>=Y_Edge_01_Bottom));
	wire Pipe_2_T = (x_ptr>=X_Edge_O2_L && x_ptr<=X_Edge_O2_R && (y_ptr<=Y_Edge_02_Top));
	wire Pipe_2_B = (x_ptr>=X_Edge_O2_L && x_ptr<=X_Edge_O2_R && (y_ptr>=Y_Edge_02_Bottom));
	wire Pipe_3_T = (x_ptr>=X_Edge_O3_L && x_ptr<=X_Edge_O3_R && (y_ptr<=Y_Edge_03_Top));
	wire Pipe_3_B = (x_ptr>=X_Edge_O3_L && x_ptr<=X_Edge_O3_R && (y_ptr>=Y_Edge_03_Bottom));
	wire Pipe_4_T = (x_ptr>=X_Edge_O4_L && x_ptr<=X_Edge_O4_R && (y_ptr<=Y_Edge_04_Top));
	wire Pipe_4_B = (x_ptr>=X_Edge_O4_L && x_ptr<=X_Edge_O4_R && (y_ptr>=Y_Edge_04_Bottom));
	assign Pipe_On = Pipe_0_T || Pipe_0_B||Pipe_1_T || Pipe_1_B||Pipe_2_T || Pipe_2_B||
							Pipe_3_T || Pipe_3_B||Pipe_4_T || Pipe_4_B;
	wire [9:0]Pipe_Display_X_L = (Pipe_0_T||Pipe_0_B)?(X_Edge_OO_L):
											(Pipe_1_T||Pipe_1_B)?(X_Edge_O1_L):
											(Pipe_2_T||Pipe_2_B)?(X_Edge_O2_L):
											(Pipe_3_T||Pipe_3_B)?(X_Edge_O3_L):
											(Pipe_4_T||Pipe_4_B)?(X_Edge_O4_L): 10'b0;
	wire [9:0]Pipe_Display_Y_T = (Pipe_0_B) ? (Y_Edge_00_Top):			
											(Pipe_1_B) ? (Y_Edge_01_Top):
											(Pipe_2_B) ? (Y_Edge_02_Top):
											(Pipe_3_B) ? (Y_Edge_03_Top):	
											(Pipe_4_B) ? (Y_Edge_04_Top): 10'b0;	
    assign bg_on = (x_ptr >= LEFT) && (x_ptr < LEFT + BG_W) && (y_ptr >= 0) && (y_ptr < BG_H);
	 reg [9:0] Addr_Buff_Cat=10'd0;
	 reg [8:0] Addr_Buff_coins=9'd4;
	 reg [12:0]Addr_Buff_pipes=13'd4;
	 assign addr_Cat_1 =(((x_ptr)-(Bird_X_L)+1)+(((y_ptr)-(Bird_Y_T)+1)*56));
	 assign addr_Cat_2 =(((x_ptr)-(Bird_X_L)+1)+(((y_ptr)-(Bird_Y_T)+1)*56));
	 assign addr_Cat_3 =(((x_ptr)-(Bird_X_L)+1)+(((y_ptr)-(Bird_Y_T)+1)*56));
	 assign addr_Cat_4 =(((x_ptr)-(Bird_X_L)+1)+(((y_ptr)-(Bird_Y_T)+1)*56));
	 assign addr_coins =(((x_ptr)-(Coin_Display_X_L)+4)+(((y_ptr)-(Coin_Display_Y_T)+1)*20));
	 assign addr_pipes =(((x_ptr)-(Pipe_Display_X_L)+4)+(((y_ptr)-(Pipe_Display_Y_T)+1)*160));
	 wire[7:0] data_Cat=(Cat_1)? (data_Cat_1): (Cat_2)? (data_Cat_2): (Cat_3)? (data_Cat_3): (Cat_4)? (data_Cat_4):8'b0;
	 reg[2:0] Cat_1=1;
	 reg[1:0] Cat_2,Cat_3,Cat_4;
	 reg[3:0] state_Cat=1;
	 	always@(posedge clk_cat) begin
				  case (state_Cat)
					1:begin
					  Cat_1=1;
					  Cat_2=0;
					  Cat_3=0;
					  Cat_4=0;
					  state_Cat=2;
					end
					2:begin
					  Cat_1=0;
					  Cat_2=1;
					  Cat_3=0;
					  Cat_4=0;
					  state_Cat=3;
					end
					3: begin
					  Cat_1=0;
					  Cat_2=0;
					  Cat_3=1;
					  Cat_4=0;
					  state_Cat=4;
					end
					4:begin
					  Cat_1=0;
					  Cat_2=0;
					  Cat_3=0;
					  Cat_4=1;
					  state_Cat=1;
					end
					default:state_Cat=1 ;
				  endcase
				 end
    always @(posedge clk_vga) begin
             if (Cat_On) begin
                    RGB <= (data_Cat!=TRANSPARENT) ? data_Cat : 8'b0;
				end
                else if (Pipe_On) begin
                    RGB <= (data_pipes!=TRANSPARENT) ? data_pipes : 8'b0;
                end
                else if (Coin_On) begin
                    RGB <= (data_coins!=TRANSPARENT) ? data_coins : 8'b0;
                end
        else 
            RGB <= 8'b0;
    end
endmodule 
==> results.sh <==
# physical design summary
export IMPL_status="finished, final reports clean"
export IMPL_ys_ff=20
export IMPL_ys_types=84
export IMPL_hold_buffers=0
export IMPL_report_final_slew_viol_count=0
export IMPL_core_util_floorplan_pct=30.54
export IMPL_place_congestion=0.9625
export IMPL_top_cells_by_area="ha_1 (36%), inv_1 (9.8%), a21oi_1 (4.6%)"
export IMPL_port_buffer_count=535
export IMPL_clk_pin_slew_ps=30
export IMPL_synth_largest_area_cell="ha_1"
export IMPL_postPlaceCellArea_um2=23820
export IMPL_rsz0062_at_grt="false"
export IMPL_routed_wl_mm=70.65
export IMPL_crit_top_cell="xnor2_1"
export IMPL_syn_inst=2347
export IMPL_num_vias=18760
export IMPL_edf_count=8
export IMPL_slowest_delay_ps=660
export IMPL_skew_ps=2.064
export IMPL_drtPass1Iterations=7
export IMPL_overflow=0
export IMPL_layout_top_cell="clkdlybuf4s50_1"
export IMPL_fp_dieH_um=245.1
export IMPL_critPathMaxFanout=18
export IMPL_via_per_inst=5.165
export IMPL_synthArstFlopShare_pct=0
export IMPL_fin_total_pwr_mw=2.159
export IMPL_cp_arrival_ps=14050
export IMPL_yosys_area_um2=17720
export IMPL_worstSetupPathType="input pin to output port"
export IMPL_postSynthAreaPerCell_um2=7.551
export IMPL_cp_start_kind="input pin"
export IMPL_synth_warnings=2
export IMPL_gr_usage_all_layers_pct=23.42
export IMPL_cp_required_ps=18800
export IMPL_grt_max_degree=34
export IMPL_die_w_um=245.1
export IMPL_lay_top_cells="clkdlybuf4s50_1 (525), ha_1 (516), inv_1 (465)"
export IMPL_cts_resized=0
export IMPL_tightest_slew_ps=789.2
export IMPL_rows=88
export IMPL_wl_per_cell_um=19.45
export IMPL_ir_worst_vdd_mv=0.1854
export IMPL_ff_type="dfxtp_1"
export IMPL_die_area_um2=60050
export IMPL_grt_pass1_vias=18410
export IMPL_cp_num_buf_inv=5
export IMPL_syn_area_um2=17720
export IMPL_dp_hpwl_mm=59.89
export IMPL_slowest_stage="or4b_2"
export IMPL_yosys_cells=2347
export IMPL_p_leak_nw=11.88
export IMPL_areaGrowthSynthToFinish_pct=35.87
export IMPL_cts_setup_buffers=0
export IMPL_setup_viol=0
export IMPL_critPathCaptureType="output port"
export IMPL_antenna_found_initial=19
export IMPL_design_core_area_um2=58030
export IMPL_critPathTopFamily="adder cells"
export IMPL_grt_pass1_wl_mm=105.1
export IMPL_setup_tns_ps=0
export IMPL_ant_nets=0
export IMPL_drcViolationCount=0
export IMPL_drtIter0Drc=948
export IMPL_cts_tree="done"
export IMPL_hp_class="flip-flop to flip-flop"
export IMPL_hold_viol=0
export IMPL_warnings=36
export IMPL_cts_sinks=20
export IMPL_drive_gt1_share_pct=2.697
export IMPL_max_slew_margin_rel_pct=46.94
export IMPL_ys_seq_share_pct=2.711
export IMPL_design_area_um2=24080
export IMPL_io_pins=539
export IMPL_power_density_nw_per_um2=89.66
export IMPL_cap_violations=0
export IMPL_top_cell_area_share_pct=36.43
==> Yosys cell counts, types with 8 or more instances <==
cell       number
a211oi_1       26
a21o_1         64
a21oi_1       162
a221o_1        14
a221oi_1       31
a22o_1         15
a31oi_1        15
and2_1         11
and3_1         15
buf_4          34
clkbuf_1       30
dfxtp_1        12
edfxtp_1        8
fa_1           27
ha_1          516
inv_1         465
nand2_1        89
nand2b_1       44
nand3_1        40
nand4_1        55
nor2_1        104
nor2b_1        43
nor3_1         44
nor4_1         10
o2111ai_1      10
o211a_1        12
o211ai_1       29
o21a_1         36
o21ai_0        98
o221ai_1        9
o221ai_2        8
o31a_1          9
o31ai_1        21
or3_1           9
xnor2_1        86
xor2_1         26
==> metal layers <==
layer / track usage (%) / part of all wire, %
met5: 0 / 0.13
met4: 7.187 / 2.8
met3: 4.409 / 6.5
met2: 38.92 / 47
met1: 30.61 / 43
==> final cells by class <==
type | count | area, um^2
Fill cell | 5636 | 33950
Multi-Input combinational cell | 1793 | 15100
Timing Repair Buffer | 565 | 5530
Inverter | 466 | 1749
Tap cell | 765 | 957.2
Sequential cell | 20 | 480.5
Clock buffer | 11 | 232.7
Antenna cell | 12 | 30.03
==> power by group <==
group          switching, mW  internal, mW
clock network         0.0177        0.0669
registers            0.00137        0.0400
logic                  0.853          1.18
==> metrics by stage <==
step	utilization (%)	hold WS, ps	worst slack [ps]	instances
finish	41.50	451.3	4751	3632
detailed placement	41.04	441.0	4823	3609
CTS	41.44	454.5	4784	3620
floorplan	-	415.6	6735	2347
global route	41.49	485.7	4199	3630
global placement	41.04	426.2	4858	3609
==> cell families after synthesis <==
family	after synthesis	share of synthesized area [%]
buffers and inverters	534	12.09
XOR/XNOR	113	5.662
adder cells (fa/ha/maj)	543	39.48
AND-OR/OR-AND	633	24.96
AND/OR/NAND/NOR	496	14.60
flip-flops	20	2.711
multiplexers	8	0.4871
==> final timing paths <==
check | depth (start not counted) | slack [ps] | from | end
max in group clk2 | 13 | 14180 | y_ptr[0] | RGB[2]
setup reg to reg | 8 | 20500 | Show_Coin[3] | RGB[2]
hold reg to reg | 1 | 450 | state_Cat[0] | state_Cat[0]
min in group clk2 | 5 | 1040 | Cat_4[0] | RGB[6]
hold / removal | 1 | 450 | state_Cat[0] | state_Cat[0]
min in group clk1 | 1 | 560 | Show_Coin[0] | Show_Coin[4]
max in group clk1 | 2 | 17880 | shift_Coin | Show_Coin[0]
setup / recovery | 38 | 4750 | Y_Coin_03[2] | addr_coins[8]
==> sequential cells by signal, indices dropped and copies added, names as in the netlist <==
| signal | cells |
|---|---|
| Cat_1 | 1 |
| Cat_2 | 1 |
| Cat_3 | 1 |
| Cat_4 | 1 |
| RGB | 8 |
| Show_Coin | 5 |
| state_Cat | 3 |
Power and IR drop assume default switching activity.
