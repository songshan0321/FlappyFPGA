## ./design.v

```verilog
`timescale 1ns / 1ps
module flight_control(Clk, reset, Start, Ack, Stop, BtnU, BtnD, Bird_X_L, Bird_X_R, Bird_Y_T, Bird_Y_B,
   q_Initial, q_Flight, q_Stop, PositiveSpeed, NegativeSpeed );
input 	Clk, reset, Start, Ack, Stop;
input 	BtnU, BtnD;
output [9:0] Bird_X_L;
output [9:0] Bird_X_R;
output [9:0] Bird_Y_T;
output [9:0] Bird_Y_B;
output [9:0] PositiveSpeed;
output [9:0] NegativeSpeed;
output q_Initial, q_Flight, q_Stop;
reg [2:0] state;
assign {q_Stop, q_Flight, q_Initial} = state;
reg [9:0] PositiveSpeed;
reg[9:0] pos_temp;
reg [9:0] NegativeSpeed;
reg [9:0] Bird_X_L;
reg [9:0] Bird_X_R;
reg [9:0] Bird_Y_T;
reg [9:0] Bird_Y_B;
localparam
			QInitial = 3'b001,
			QFlight	= 3'b010,
			QStop 	= 3'b100,
			UNK		= 3'bXXX;
reg j;
parameter step = 4;
parameter MIN_BIRD_Y = step;
parameter MAX_BIRD_Y = 767 - 128;
always @ (posedge Clk, posedge reset)
begin	
	if(reset)
	begin
		state <= QInitial;
	end
	else
	begin
		case(state)
			QInitial:
			begin
				if(Start)  
					state <= QFlight;
				PositiveSpeed <= 10'd0;
				NegativeSpeed <= 10'd0;
				Bird_X_L <= 10'd230;  
				Bird_X_R <= Bird_X_L+55;  
				Bird_Y_T <= 10'd220; 
				Bird_Y_B <= Bird_Y_T+20;  
			end	
			QFlight:
			begin
				if(Stop)
					state <= QStop;
				else 
				begin
					j <= 0;
					if (BtnU & Bird_Y_T > MIN_BIRD_Y)
						begin
						Bird_Y_T <= Bird_Y_T - step;
						Bird_Y_B <= Bird_Y_B - step;
						end
					else if (BtnD & Bird_Y_B < MAX_BIRD_Y)
						begin
						Bird_Y_T <= Bird_Y_T + step;
						Bird_Y_B <= Bird_Y_B + step;
						end
				end
			end	
			QStop:
			begin
				if(Ack)
					state <= QInitial;
			end
			default:
				state <= UNK;
		endcase
	end
end
endmodule
```

## ./run.sh

```bash
#!/bin/bash
# OpenROAD 26Q1-2900-gdf79404cd8, Yosys 0.63+post, stock flow scripts
make -C /OpenROAD-flow-scripts/flow DESIGN_CONFIG=/design/flow/config.mk WORK_HOME=/design/flow/orfs finish
```

## ./config.mk

```make
export PLATFORM = sky130hd
export DESIGN_NAME = flight_control
export DESIGN_NICKNAME = flight_control
export VERILOG_FILES = /design/flow/design.v
export SDC_FILE = /design/flow/constraint.sdc
export NUM_CORES = 4
export LEC_CHECK = 1
export CORE_UTILIZATION = 30
```

## ./constraint.sdc

```tcl
current_design flight_control

set clk_period 7.3
set clk_io_pct 0.2

create_clock -name clk0 -period $clk_period [get_ports {Clk}]

set non_clock_inputs [all_inputs -no_clocks]
set_input_delay [expr $clk_period * $clk_io_pct] -clock clk0 $non_clock_inputs
set_output_delay [expr $clk_period * $clk_io_pct] -clock clk0 [all_outputs]
```

==> results.yml <==
# implementation run metrics
outcome:
  outcome: "finished, final reports clean"
synth:
  postSynthAreaPerCell_sq_um: 9.09
  flop_cell: "edfxtp_1"
  synth_seq_share: 0.309
  synth_flops: 19
  async_flop_share: 0.158
  edf_count: 16
  ys_cells: 198
  synth_cell_type_count: 44
  syn_area_sq_um: 1800
  synthCells: 198
  ys_chip_area_sq_um: 1800
  yosys_warnings: 1
worst_hold_path:
  hold_end: "state[2]"
  hp-start: "state[0]"
  hp-class: "reg2reg"
  hold_path_depth: 1
route:
  routed_wl_um: 3150
  drtPass1Iterations: 4
  via_per_inst: 4.30
  drc_errors: 0
  vias: 1248
  postRouteAntennaNets: 0
  diodes: 0
  drtIter0Drc: 51
  wl_per_cell_um: 10.9
timing:
  timing.fmax_mhz: 289
  finalMaxSlewViolations: 0
  tightest_slew_ns: 0.594
  period_used_share: 0.473
  fin_worst_skew_ns: 0.00287
  maxSlewHeadroom: 0.602
  tns_ns: 0
  setup_viol: 0
  hold_ws_ns: 0.559
  min_period_ns: 3.45
  finalHoldViolCount: 0
  rsz0062_at_grt: "no"
floorplanning:
  die_h_um: 79.4
  fp.dieW_um: 79.4
  initial_utilization: 0.319
  core_sq_um: 5640
  die-area_sq_um: 6310
  placementRows: 27
  io_pins: 70
setup_path:
  criticalPathCategory: "in2reg"
  r2r-end: "Bird_Y_B[9]"
  arrival_ns: 3.46
  worst_setup_path_start_kind: "input pin"
  slowest_delay_ns: 0.53
  crit_chain: "clkdlybuf4s50_1, o41ai_4, inv_4, ha_1, a21o_1, a31o_2, a21oi_1, xnor2_1, o21ai_2"
  critPathSlowestCell: "clkdlybuf4s50_1"
  worst_ep_required_time_ns: 7.30
  reg2reg_from: "Bird_Y_T[5]"
  reg2reg_depth: 9
  rrSetupSlack_ns: 3.90
  cp-end-kind: "register"
  critical_path.max_fanout: 11
placement:
  place_congestion: 0.870
  dp_hpwl_um: 2380
  portBuffers: 25
clocking:
  post_cts_resize_count: 0
  cts-buffers-inserted: 3
  postCtsSetupRepairBufs: 0
  h-tree-depth: 1
  clockRootBuffer: "clkbuf_8"
  clkTransAtPathRegs_ns: 0.07
  tritoncts: "done"
  ctsHoldBuffers: 0
  clkLatencyLatePin_ns: 0.25
  cts_max_path_buffers: 2
  clkSinkCount: 19
power:
  p_leak_uw: 0.000825
  power_uw: 482
  vdd_drop_max_mv: 0.0840
  power_density_nw_per_um2: 244
final_layout:
  post-route-util: 0.351
  drive_above_1_share: 0.0642
  syn_to_final_growth_pct: 9.94
  layout_top_cells: "conb_1, clkdlybuf4s50_1, edfxtp_1, nor2_1, nand2_1"
  lay_top_count: "conb_1"
grt:
  antenna_found_initial: 0
  overflow: 0
  grt_pass1_vias: 1038
  grt_max_degree: 17
  grt_usage: 0.105
  grt_pass1_wl_um: 5060
job:
  openroad.warnings: 28
  maxCapViolCount: 0
-- power breakdown --
| group | switching (uW) | total (uW) | internal (uW) | leakage, uW |
|---|---|---|---|---|
| clock | 34.6 | 73.4 | 38.8 | 0.0000228 |
| combinational | 109 | 217 | 108 | 0.000624 |
| sequential | 34.7 | 192 | 158 | 0.000179 |
| total | 178 | 482 | 304 | 0.000825 |
-- per-stage QoR --
stage / setup slack, ns / area [sq um] / instances
2_1_floorplan: 4.23 / 1960 / 240
3_3_place_gp: 3.61 / 1930 / 286
3_5_place_dp: 3.57 / 1930 / 286
4_1_cts: 3.85 / 1980 / 290
5_1_grt: 3.69 / 1980 / 290
6_report: 3.85 / 1980 / 290
-- worst max-delay path by stage --
| stage | start | to |
|---|---|---|
| after CTS | BtnU | Bird_Y_B[9] |
| after global routing | Bird_Y_T[5] | Bird_Y_B[8] |
| final | BtnU | Bird_Y_B[9] |
-- layer usage --
layer / vias to the layer above / track usage / share of wire
met2: 43 / 0.148 / 0.42
met5: - / 0 / 0
met4: 0 / 0.00364 / 0.0038
li1: 638 / - / -
met1: 565 / 0.170 / 0.51
met3: 2 / 0.0325 / 0.068
-- cells by family after synthesis --
kind of cell / share of synthesized area
compound gates: 0.136
buf+inv: 0.223
other cells: 0.00417
fa+ha+maj: 0.0807
xor+xnor: 0.0869
flops: 0.309
mux: 0.0111
simple gates: 0.150
-- flip-flops by register name, indices dropped and copies added (netlist names) --
register and count:
Bird_Y_B 8, Bird_Y_T 8, state 3
-- synthesized netlist by cell type (2+ instances only) --
| library cell | number | area share |
|---|---|---|
| conb_1 | 2 | 0.0042 |
| edfxtp_1 | 16 | 0.27 |
| nor3_1 | 5 | 0.014 |
| ha_1 | 10 | 0.070 |
| nand2_1 | 16 | 0.033 |
| nand3_1 | 2 | 0.0056 |
| a21o_1 | 4 | 0.017 |
| nand2b_1 | 2 | 0.0070 |
| nand4b_1 | 2 | 0.0097 |
| o21ai_0 | 9 | 0.025 |
| dfrtp_1 | 2 | 0.028 |
| nor3b_1 | 2 | 0.0083 |
| nor2_1 | 16 | 0.033 |
| a31oi_1 | 2 | 0.0070 |
| o41ai_1 | 2 | 0.0097 |
| a21oi_1 | 9 | 0.025 |
| xnor2_1 | 9 | 0.044 |
| mux2i_1 | 2 | 0.011 |
| nand3b_1 | 2 | 0.0083 |
| buf_6 | 2 | 0.013 |
| a211oi_1 | 2 | 0.0083 |
| buf_4 | 44 | 0.18 |
| clkbuf_1 | 6 | 0.013 |
| inv_1 | 4 | 0.0083 |
| xor2_1 | 7 | 0.034 |
-- critical path, delay by kind of cell --
family / cells / cell delay [ns]
fa+ha+maj: 1 / 0.30
xor+xnor: 1 / 0.15
compound gates: 5 / 0.82
buf+inv: 2 / 0.71
-- cell type report --
type	count	area, sq um
clock buffer	4	45.0
fill	567	3660
inverter	5	21.3
multi-input combinational	163	1000
sequential	19	557
tap	72	90.1
timing repair buffer	27	265
No activity file was given, so power comes from the tool's default toggle rates.
